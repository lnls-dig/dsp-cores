[flow/design.v]
module cic_decim
  #(
    parameter DATAIN_WIDTH = 16,
    parameter DATAOUT_WIDTH = DATAIN_WIDTH,
    parameter M = 2,
    parameter N = 5,
    parameter MAXRATE = 64,
    parameter BITGROWTH = 35,  
    parameter ROUND_CONVERGENT = 0
  )
  (
    input                      clk_i,
    input                      rst_i,
    input                      en_i,
    input [DATAIN_WIDTH-1:0]   data_i,
    output [DATAOUT_WIDTH-1:0] data_o,
    input                      act_i,
    input                      act_out_i,
    output                     val_o
  );
  localparam DATAOUT_FULL_WIDTH = DATAIN_WIDTH + BITGROWTH;
  localparam DATAOUT_EXTRA_BITS = DATAOUT_FULL_WIDTH - DATAOUT_WIDTH;
  wire [DATAOUT_FULL_WIDTH-1:0] datain_extended;
  reg [DATAOUT_FULL_WIDTH-1:0]  integrator [0:N-1];
  reg [DATAOUT_FULL_WIDTH-1:0]  diffdelay [0:N-1][0:M-1];
  reg [DATAOUT_FULL_WIDTH-1:0]  pipe [0:N-1];
  wire[DATAOUT_FULL_WIDTH-1:0]  data_int;
  wire[DATAOUT_WIDTH-1:0]       data_out;
  reg [DATAOUT_WIDTH-1:0]       data_out_reg;
  reg                               val_int =  {{1'b0}};
  wire                              val_out;
  reg                               val_out_reg =  {{1'b0}};
  reg                               act_int [0:N-1];
  reg                               act_comb [0:N-1];
  integer                           i,j;
  assign datain_extended = {{(BITGROWTH){data_i[DATAIN_WIDTH-1]}},data_i};
  always @(posedge clk_i)
    if (rst_i)
      for (i=0; i<N; i=i+1) begin
        integrator[i] <= {{1'b0}};
        act_int[i] <= {{1'b0}};
      end
    else if (en_i) begin
      if (act_i) begin
        integrator[0] <= integrator[0] + datain_extended;
        act_int[0] <= 1'b1;
        for (i=1; i<N; i=i+1) begin
          integrator[i] <= integrator[i] + integrator[i-1];
          act_int[i] <= act_int[i-1];
        end
      end
      else begin
        if (act_out_i) begin
          act_int[N-1] <= 1'b0;
        end
      end
    end
  always @(posedge clk_i) begin
    if (rst_i) begin
      for (i=0; i<N; i=i+1) begin
        pipe[i] <= {{1'b0}};
        act_comb[i] <= {{1'b0}};
        for (j=0; j<M; j=j+1)
          diffdelay[i][j] <= {{1'b0}};
      end
      val_int <= 1'b0;
    end
    else begin
      if (en_i) begin
        if (act_out_i && act_int[N-1]) begin
           diffdelay[0][0] <= integrator[N-1];
           for (j=1; j<M; j=j+1)
             diffdelay[0][j] <= diffdelay[0][j-1];
           pipe[0] <= integrator[N-1] - diffdelay[0][M-1];
           act_comb[0] <= 1'b1;
           for (i=1; i<N; i=i+1) begin
             diffdelay[i][0] <= pipe[i-1];
             for (j=1; j<M; j=j+1)
               diffdelay[i][j] <= diffdelay[i][j-1];
             pipe[i] <= pipe[i-1] - diffdelay[i][M-1];
             act_comb[i] <= act_comb[i-1];
           end
           if(N==1)
             val_int <= 1'b1;
           else
             val_int <= act_comb[N-2];  
        end  
        else begin
          val_int <= 1'b0;
        end  
      end  
    end  
  end  
  assign data_int = pipe[N-1];
  generate
    if (DATAOUT_EXTRA_BITS==0) begin
      assign data_out = data_int[DATAOUT_FULL_WIDTH-1:0];
    end
    else if (DATAOUT_EXTRA_BITS > 0) begin
      if (ROUND_CONVERGENT) begin
        assign data_out = data_int[DATAOUT_FULL_WIDTH-1:DATAOUT_EXTRA_BITS] +
            ((data_int[DATAOUT_EXTRA_BITS-1:0] == {1'b1, {(DATAOUT_EXTRA_BITS-1){1'b0}}}) ?
               data_int[DATAOUT_EXTRA_BITS] : data_int[DATAOUT_EXTRA_BITS-1]);
      end
      else begin
        assign data_out = data_int[DATAOUT_FULL_WIDTH-1:DATAOUT_EXTRA_BITS];
      end
    end
    else begin  
      assign data_out = {{(DATAOUT_WIDTH-DATAOUT_FULL_WIDTH){data_int[DATAOUT_FULL_WIDTH-1]}}, data_int};
    end
  endgenerate
  assign val_out = val_int;
  always @(posedge clk_i) begin
    if (rst_i) begin
      data_out_reg <= {{1'b0}};
      val_out_reg <= {{1'b0}};
    end
    else begin
      if (en_i) begin
        data_out_reg <= data_out;
        val_out_reg <= val_out;
      end
    end
  end
  assign data_o = data_out_reg;
  assign val_o = val_out_reg;
endmodule
[flow/run.sh]
#!/bin/bash
# OpenROAD 26Q1-2900-gdf79404cd8, Yosys 0.63+post, stock flow scripts
make -C /OpenROAD-flow-scripts/flow DESIGN_CONFIG=/design/flow/config.mk WORK_HOME=/design/flow/orfs finish
[flow/config.mk]
export PLATFORM = sky130hd
export DESIGN_NAME = cic_decim
export DESIGN_NICKNAME = cic_decim
export VERILOG_FILES = /design/flow/design.v
export SDC_FILE = /design/flow/constraint.sdc
export NUM_CORES = 4
export LEC_CHECK = 1
export CORE_UTILIZATION = 50
[flow/constraint.sdc]
current_design cic_decim

set clk_period 33.5
set clk_io_pct 0.2

create_clock -name clk0 -period $clk_period [get_ports {clk_i}]

set non_clock_inputs [all_inputs -no_clocks]
set_input_delay [expr $clk_period * $clk_io_pct] -clock clk0 $non_clock_inputs
set_output_delay [expr $clk_period * $clk_io_pct] -clock clk0 [all_outputs]
==> metrics.json <==
{
  "detail_route.wl_per_cell_um": 15.9,
  "synth.avg_cell_area_um2": 7.52,
  "drt_drc_violations_left": 0,
  "cts.repair.resized": 0,
  "ant_nets": 0,
  "total_power_mw": 2.68,
  "ys_cells": 7961,
  "global_route_wire_length_before_repair_mm": 247,
  "leakage_power_nw": 26.5,
  "via_count": 52056,
  "detail_route.wirelength_mm": 150,
  "cts.root.buffer_cell": "sky130_fd_sc_hd__clkbuf_16",
  "grt_pass1_vias": 46758,
  "die.size.y_um": 348,
  "postSynth.asyncResetShare_pct": 0,
  "synthToLayoutAreaGrowth_pct": 8.64,
  "layout.filler_cells": 11179,
  "pre_cts_ws_ps": 22030,
  "cp_max_fo": 75,
  "cts_hold_repair.buffers": 0,
  "peakVddDrop_uv": 59.6,
  "cts_tree": "done",
  "hold_path.class": "reg -> reg",
  "seqPwrFrac_pct": 45.7,
  "final_setup_tns_ps": 0,
  "yosys-stat-area_um2": 59800,
  "gp_congestion": 0.930,
  "flop_cell": "sky130_fd_sc_hd__dfxtp_1",
  "swShare_pct": 23.6,
  "cell_internal_power_dissipation_mw": 2.04,
  "timing.final.hold_violations": 0,
  "buffer_ports.inserted": 37,
  "cts_inserted_buffers": 114,
  "number_of_antenna_violations_at_the_first_check_in_global_routing": 0,
  "drt_first_pass_iters": 5,
  "grt_use_total_pct": 25.3,
  "register_containing_the_most_flip_flops_in_the_final_layout": "diffdelay",
  "site_row_count": 126,
  "reg_top3": "diffdelay (510), integrator (255), pipe (220)",
  "detailedPlacementHpwl_mm": 108,
  "vias_per_cell": 5.51,
  "power_density_nw_per_um2": 41.2,
  "area_of_the_core_um2": 118000,
  "top_level_ports": 38,
  "worst_ep_required_ps": 34110,
  "synth-warning-count": 6,
  "worst_setup_path_type": "in -> reg",
  "openroad.warnings": 34,
  "setup_viol_count_final": 0,
  "floorplan.core_util_pct": 50.5,
  "crit_path_end_kind": "flip-flop",
  "clock_insertion_delay_worst_skew_ps": 730,
  "die_width_um": 348,
  "relSlewSlack_pct": 35.1,
  "share_comb_of_total_power_pct": 6.0,
  "number_of_pins_with_negative_max_slew_slack_in_the_final_report": 0,
  "rsz_0062_raised_after_global_routing": "no",
  "mostFrequentLayoutCell": "sky130_fd_sc_hd__nand2_1",
  "grt-ovfl-total": 0,
  "antenna_cells": 0,
  "synth.ff_latch_count": 1012,
  "drive_above_1_share_pct": 3.70,
  "drt_iter0_drc": 3280,
  "postLayoutSetupSlackWorst_ps": 22830,
  "startpoint_type": "input pin",
  "grt_start_max_net_pins": 149,
  "finalClockPeriodUsage_pct": 31.8,
  "tightest_pin_transition_ps": 966,
  "timing.final.crit_period_ps": 10670,
  "p_clk_share_pct": 48.2,
  "clock_tree.htree_level_count": 3,
  "worst_hold_slack_ps": 436,
  "clock_edge_transition_at_the_registers_on_the_reported_setup_and_hold_paths_ps": 60,
  "power_switching_mw": 0.632,
  "layout_top_cells": "sky130_fd_sc_hd__nand2_1 (1899), sky130_fd_sc_hd__a21oi_1 (1235), sky130_fd_sc_hd__dfxtp_1 (1012)",
  "final_core_utilization_pct": 54.9,
  "clock_path_buffers": 3,
  "cp.arrival_ps": 11270,
  "max_freq_mhz": 93.7,
  "number_of_max_cap_violations": 0,
  "post_synth_inst_count": 7961,
  "synth-edff-count": 0,
  "chip_area_um2": 121000,
  "synth.cell_area_um2": 59800,
  "max_reg_flops": 510,
  "status": "complete, no violations",
  "yosys.stat.seqShare_pct": 33.9,
  "final.setup_skew_ps": 29.2,
  "synthDistinctLibCells": 97,
  "post_cts.repair.setup_buffers": 0,
  "cts_num_sinks": 1012
}
power groups by stage:
stage | sequential (mW) | clock (mW) | combinational, mW
after CTS | 1.22 | 1.32 | 0.162
after global routing | 1.22 | 1.37 | 0.181
final | 1.22 | 1.29 | 0.162
stage by stage:
stage | area, um2 | cells
after floorplan | 59800 | 7961
after global placement | 61100 | 9238
after detailed placement | 61100 | 9238
after CTS | 65000 | 9446
after global routing | 65000 | 9446
final | 65000 | 9446
critical path, cell delays in order:
cell and delay (ps):
sky130_fd_sc_hd__clkdlybuf4s50_1 460, sky130_fd_sc_hd__buf_4 350, sky130_fd_sc_hd__and3_4 650, sky130_fd_sc_hd__buf_4 530, sky130_fd_sc_hd__buf_4 620, sky130_fd_sc_hd__buf_4 650
sky130_fd_sc_hd__buf_4 760, sky130_fd_sc_hd__a211oi_1 160, sky130_fd_sc_hd__a211o_1 300
cells in the mapped netlist, drive strengths merged, types with 99 or more instances:
| library cell | instances | area [um2] |
|---|---|---|
| nand2 | 1900 | 7130 |
| a21oi | 1236 | 6190 |
| dfxtp | 1012 | 20300 |
| ha | 499 | 6240 |
| clkbuf | 380 | 1460 |
| inv | 378 | 1420 |
| o21ai | 378 | 1900 |
| nor2 | 339 | 1270 |
| a21o | 291 | 2190 |
| xnor2 | 231 | 2020 |
| xor2 | 173 | 1520 |
| nand3 | 99 | 495 |
metal layers:
layer  vias to the layer above  part of all wire, %  GRT usage [%]
met4                         0                  2.0           4.43
met5                         -                    0              0
met1                     23931                   50           39.5
li1                      27206                    -              -
met3                       176                  3.8           3.15
met2                       743                   44           38.7
path summary, 6_finish.rpt:
check / from / endpoint / slack, ps / cells past startpoint
setup / recovery: en_i / pipe[0][43] / 22830 / 9
hold / removal: diffdelay[0][40] / diffdelay[1][40] / 440 / 2
setup reg to reg: integrator[1][0] / integrator[1][50] / 28950 / 14
hold reg to reg: diffdelay[0][40] / diffdelay[1][40] / 440 / 2
area by class of cell:
type,instances,area [um2],area share [%]
clock buffer,166,3320,5.11
clock inverter,42,601,0.924
multi-input combinational,6163,36600,56.3
tap,1600,2000,3.08
timing repair buffer,85,786,1.21
inverter,378,1420,2.18
sequential,1012,20300,31.2
cells by family (layout without fill, tap and decap cells):
logic type / Yosys count / after routing / synth area share (%)
multiplexers: 26 / 26 / 0.437
flip-flops: 1012 / 1012 / 33.9
buffers and inverters: 786 / 671 / 5.02
AND-OR/OR-AND: 2441 / 2441 / 24.4
AND/OR/NAND/NOR: 2784 / 2784 / 19.6
adder cells (fa/ha/maj): 508 / 508 / 10.7
XOR/XNOR: 404 / 404 / 5.91
Power is estimated from default activity; no workload was simulated.
